<file path="flow/run.sh">
#!/bin/bash
# OpenROAD 26Q1-2900-gdf79404cd8, Yosys 0.63+post, stock flow scripts
make -C /OpenROAD-flow-scripts/flow DESIGN_CONFIG=/design/flow/config.mk WORK_HOME=/design/flow/orfs finish
</file>
<file path="flow/constraint.sdc">
current_design time_counter

set clk_period 4.8
set clk_io_pct 0.2

create_clock -name clk0 -period $clk_period [get_ports {CLK}]

set non_clock_inputs [all_inputs -no_clocks]
set_input_delay [expr $clk_period * $clk_io_pct] -clock clk0 $non_clock_inputs
set_output_delay [expr $clk_period * $clk_io_pct] -clock clk0 [all_outputs]
</file>
<file path="flow/design.v">
module time_counter(F, CLK, spot0_time, spot1_time, spot2_time, spot3_time);
    input CLK;
    input [3:0] F;
    output reg [63:0] spot0_time, spot1_time, spot2_time, spot3_time;
    initial begin
        spot0_time = 0;
        spot1_time = 0;
        spot2_time = 0;
        spot3_time = 0;
    end
    wire CLK_OUT;
    timer_clock_divider tcd(
        .CLK_IN(CLK), 
        .CLK_OUT(CLK_OUT)
    );
    always @ (posedge CLK_OUT) begin
        if (F[0]) begin
            spot0_time = spot0_time + 1;
        end
        else begin
            spot0_time = 0;
        end
        if (F[1]) begin
            spot1_time = spot1_time + 1;
        end
        else begin
            spot1_time = 0;
        end
        if (F[2]) begin
            spot2_time = spot2_time + 1;
        end
        else begin
            spot2_time = 0;
        end
        if (F[3]) begin
            spot3_time = spot3_time + 1;
        end
        else begin
            spot3_time = 0;
        end
    end
endmodule
module timer_clock_divider(CLK_IN, CLK_OUT);
    input CLK_IN;
    output reg CLK_OUT;
    reg [27:0] counter;
    initial begin
        counter = 0;
        CLK_OUT = 0;
    end
    always @(posedge CLK_IN) begin
        if (counter == 10_000_000 - 1) begin
            counter = 0;
            CLK_OUT = ~CLK_OUT;
        end
        else begin
            counter = counter + 1;
        end
    end
endmodule
</file>
<file path="flow/config.mk">
export PLATFORM = sky130hd
export DESIGN_NAME = time_counter
export DESIGN_NICKNAME = time_counter
export VERILOG_FILES = /design/flow/design.v
export SDC_FILE = /design/flow/constraint.sdc
export NUM_CORES = 4
export LEC_CHECK = 1
export CORE_UTILIZATION = 50
</file>
==> results.py <==
# Physical implementation metrics
metrics = {
    "critical_path": {
        "cp_max_fo": 5,
        "cp.required_ns": 4.94,
        "critPathCaptureType": "flip-flop",
        "reg2reg_depth": 5,
        "slowest_delay_ns": 0.77,
        "worst_r2r_endpoint": "tcd.counter[27]",
        "regToRegSetupSlack_ns": 2.49,
        "crit_slowest_cell": "nor4_1",
        "crit_chain": "nand3_1 > nor4_1 > nand3_1 > nor4_1 > xor2_1",
        "cp-start-kind": "flip-flop",
        "cp_data_arrival_time_ns": 2.44,
        "timing.rr.start": "tcd.counter[7]",
        "worstSetupPathType": "flip-flop to flip-flop",
    },
    "sta": {
        "max_freq_mhz": 433,
        "fin_crit_sh": 0.481,
        "skew_ns": 0.00659,
        "min_period_ns": 2.31,
        "tightest_slew_ns": 0.996,
        "grt_setup_unrepaired": "false",
        "untimed_endpoints": 512,
        "setup_tns_ns": 0,
        "unclocked_pins": 256,
        "layout_setup_ws_ns": 2.49,
        "max-slew-margin-rel": 0.330,
        "final-max-slew-violation-count": 0,
        "hold_viol_final": 0,
        "setup_violations": 0,
    },
    "yosys": {
        "synth-main-ff-cell": "dfxtp_1",
        "syn_inst": 1549,
        "synth_cell_types": 43,
        "ys.flops": 285,
        "edf_count": 1,
        "async_flop_share": 0,
        "avgSynthCellArea_sq_um": 8.35,
        "top_cell_area_share": 0.439,
        "ys_seq_frac": 0.442,
        "yosys_cells": 1549,
        "top_area_cell": "dfxtp_1",
        "synthTopCellsByCount": "dfxtp_1, nor2_1, a21oi_1",
        "ys_warn_count": 2,
        "netlist_area_sq_um": 12900,
        "area_leaders": "dfxtp_1, xnor2_1, nand4_1",
        "yosys_area_sq_um": 12900,
        "synth_top_cell_by_count": "dfxtp_1",
    },
    "global_route": {
        "grt_use_met1": 0.399,
        "antenna_found_initial": 0,
        "use_met3": 0.0356,
        "top_usage_layer": "met1",
        "grt_pass1_wl_um": 52400,
        "met2_usage": 0.373,
        "grt_util_all_layers": 0.246,
        "grt_max_degree": 175,
        "overflow": 0,
        "grt_pass1_vias": 10300,
    },
    "detailed_routing": {
        "post_drt_via_cell_ratio": 5.62,
        "antennaDiodeCount": 0,
        "wire_per_inst_um": 15.1,
        "drc": 0,
        "vias": 11900,
        "drtPass1Iterations": 6,
        "ant_nets": 0,
        "wirelength_um": 32000,
        "drtIter0Drc": 818,
    },
    "place": {
        "pre_cts_ws_ns": 2.63,
        "place.gp.congestion": 0.879,
        "place_hpwl_um": 23700,
        "portBuffers": 260,
        "placed_area_sq_um": 15900,
    },
    "cells_and_area": {
        "stdcell_area_sq_um": 16100,
        "synthToLayoutAreaGrowth_pct": 24.2,
        "layout-drive-gt1-share": 0.0213,
        "fin_util": 0.636,
    },
    "floorplan": {
        "die_w_um": 163,
        "coreArea_sq_um": 25300,
        "die-height_um": 163,
        "io_pins": 261,
        "fp_util": 0.512,
        "chipArea_sq_um": 26500,
        "rows": 58,
    },
    "job": {
        "warnings": 28,
        "drv_cap": 0,
    },
    "hold_path": {
        "hp-class": "flip-flop to flip-flop",
        "hold-path-endpoint": "tcd.counter[27]",
        "min_path_cells": 1,
        "hold_start": "tcd.counter[27]",
    },
    "clock_network": {
        "numCtsBuffers": 5,
        "htree_levels": 2,
        "cts_tree": "built",
        "path_clk_slew_ns": 0.05,
        "clk_root_buffer_cell": "clkbuf_16",
        "clkLatencyLatePin_ns": 0.27,
        "cts_setup_buffers": 0,
        "ctsResizeCount": 0,
        "cts_hold_buf": 0,
        "cts_max_path_buffers": 2,
    },
    "power_and_ir_drop": {
        "ir_worst_vdd_mv": 0.216,
        "p_leak_uw": 0.00477,
        "cellPowerDensity_nw_per_um2": 37.4,
        "finalPower_uw": 600,
    },
    "status": {
        "status": "finished clean",
    },
}
## registers in the layout (all words and copies together) (netlist names)
register and count:
spot0_time 64, spot1_time 64, spot2_time 64, spot3_time 64, tcd.counter 28, tcd.CLK_OUT 1
## metrics by stage
| stage | hold slack, ns | instances |
|---|---|---|
| floorplan | 0.432 | 1549 |
| global placement | 0.447 | 2109 |
| detailed placement | 0.452 | 2109 |
| CTS | 0.460 | 2117 |
| global route | 0.487 | 2117 |
| finish | 0.460 | 2117 |
## layout make-up
class / instances / area (sq um)
fillers: 2113 / 9190
flip-flops and latches: 285 / 5720
well taps: 330 / 413
clock inverters: 1 / 5.00
clock buffers: 7 / 153
repair buffers: 275 / 2730
inverters: 38 / 143
multi-input cells: 1181 / 6910
## metal layers
layer / vias up / share of wire / wire (um)
li1: 6095 / - / -
met1: 5505 / 0.49 / 15600
met2: 282 / 0.45 / 14300
met3: 16 / 0.057 / 1830
met4: 0 / 0.0096 / 307
met5: - / 0 / 0
## worst max-delay path: cells and delay by family (launching register included)
| kind | cells | cell delay [ns] |
|---|---|---|
| AND/OR/NAND/NOR | 4 | 1.66 |
| flip-flops | 1 | 0.42 |
| XOR/XNOR | 1 | 0.11 |
## cell families (layout without fill, tap and decap cells)
| family | Yosys count | count (layout) | synth area share |
|---|---|---|---|
| AND/OR/NAND/NOR | 787 | 787 | 0.325 |
| flip-flops | 285 | 285 | 0.442 |
| AND-OR/OR-AND | 232 | 232 | 0.0976 |
| XOR/XNOR | 157 | 157 | 0.106 |
| buffers and inverters | 83 | 321 | 0.0244 |
| adder cells (fa/ha/maj) | 5 | 5 | 0.00484 |
## power by group
part | internal [uW] | switching [uW]
combinational | 7.32 | 36.3
sequential | 243 | 0
clock | 218 | 95.6
## cells in the final DEF, fill, tap and decap left out, types with 36 or more instances in the layout
cell	netlist	routed
xnor2_1	81	81
nand4_1	107	107
nor2_1	176	176
nand3_1	102	102
or3_1	82	82
dfxtp_1	284	284
o21ai_0	83	83
clkdlybuf4s50_1	0	260
or4_1	36	36
nor3_1	40	40
xor2_1	76	76
nor4_1	45	44
a21oi_1	110	110
nand2_1	108	108
## how the worst max path moves through the flow
stage / from / to
CTS: tcd.counter[7] / tcd.counter[27]
global route: tcd.counter[7] / tcd.counter[27]
finish: tcd.counter[7] / tcd.counter[27]
No activity file was given, so power comes from the tool's default toggle rates.
