File: flow/run.sh
#!/bin/bash
# OpenROAD 26Q1-2900-gdf79404cd8, Yosys 0.63+post, stock flow scripts
make -C /OpenROAD-flow-scripts/flow DESIGN_CONFIG=/design/flow/config.mk WORK_HOME=/design/flow/orfs finish
File: flow/config.mk
export PLATFORM = sky130hd
export DESIGN_NAME = circuit
export DESIGN_NICKNAME = circuit
export VERILOG_FILES = /design/flow/design.v
export SDC_FILE = /design/flow/constraint.sdc
export NUM_CORES = 4
export LEC_CHECK = 1
export CORE_UTILIZATION = 30
File: flow/constraint.sdc
current_design circuit

set clk_period 4.4
set clk_io_pct 0.2

create_clock -name clk0 -period $clk_period [get_ports {CLK}]

set non_clock_inputs [all_inputs -no_clocks]
set_input_delay [expr $clk_period * $clk_io_pct] -clock clk0 $non_clock_inputs
set_output_delay [expr $clk_period * $clk_io_pct] -clock clk0 [all_outputs]
File: flow/design.v
module circuit(enter_nd, exit_nd, switch, CLK, RST, full, door_open, 
                capacity, 
                E, L,
                open_light, full_light, segments_L, selector
    );
    input enter_nd, exit_nd, CLK, RST;
    input [1:0] switch;
    output full, door_open, open_light, full_light;
    output [2:0] capacity;
    output [1:0] L;
    output [3:0] E;
    output [7:0] segments_L;
    output [4:0] selector;
	 wire enter, exit, RST;
	 debouncer db(~enter_nd, CLK, RST, enter);
	 debouncer db1(~exit_nd, CLK, RST, exit);
    wire open_enter, open_exit, make_entry;
    assign open_enter = door_open | enter;
    assign open_exit = door_open & exit;
    fsm mainbody(enter, exit, CLK, RST, switch, E, capacity, full, door_open);
    two_to_one_mux letin(open_exit, open_enter, make_entry);
    wire [1:0] spot;
    two_bit_to_one_mux eore(open_exit, switch, L, spot);
    wire En = E[0] | E[1] | E[2] | E[3] | exit;
    min_finder mf(E, L);
	 digitsMUX dm(CLK, L, capacity, E, selector, segments_L);
    spots_register sr(En, make_entry, CLK, RST, spot, E);
    full_blink fb(full, CLK, full_light);
    open_door_blink odb(door_open, CLK, open_light);
endmodule
`timescale 1ns / 1ps
module debouncer(
    input sig,
    input CLK,
    input RST,
    output reg deb_signal
    );
	parameter CLK_F = 40_000_000;
	localparam count_to = CLK_F / 2;
	reg [1:0] state;
	reg [25:0] counter;
	reg btn_s, btn_s_prev;
	always @ (posedge CLK or negedge RST) begin
		if (~RST) begin
			state <= 0;
			deb_signal <= 0;
			btn_s <= 0;
			btn_s_prev <= 0;
		end else begin
		btn_s <= sig;
		btn_s_prev <= btn_s;
		deb_signal <= 0;
		case (state)
			0: begin
					if (btn_s && ~btn_s_prev) begin
					state <= 1;
					counter <= 0;
					end
				end
			1: begin
				if (counter < count_to - 1) begin
				counter <= counter + 1;
				end else begin
					deb_signal <= 1;
					state <= 0;
					end
				end
			endcase
		end
	end
endmodule
module digitMUX_clk_divider(CLK_IN, CLK_OUT);
    input CLK_IN;
    output reg CLK_OUT;
    reg [20:0] counter;
    initial begin
        counter = 0;
        CLK_OUT = 0;
    end
    always @(posedge CLK_IN) begin
        if (counter == 10_000 - 1) begin
            counter = 0;
            CLK_OUT = ~CLK_OUT;
        end
        else begin
            counter = counter + 1;
        end
    end
endmodule
`timescale 1ns / 1ps
module digitsMUX(
    input CLK,
    input [1:0] location,
	input [2:0] capacity,
	input [3:0] E,
    output reg [4:0] selector,
    output reg [7:0] segments_L
    );
	wire CLK_divided_1, CLK_divided_2;
    wire CLK_divided;
    digitMUX_clk_divider dmcd(CLK, CLK_divided_1);
    full_clock_divider tfcd(CLK, CLK_divided_2);
    assign CLK_divided = (~E != 4'b1111) ? CLK_divided_1 : CLK_divided_2;
	 initial begin
		selector <= 5'b01000;
	 end
	always @ (posedge CLK_divided) begin
		case (selector)
			5'b01000: selector <= 5'b00100;
			5'b00100: selector <= 5'b00010;
			5'b00010: selector <= 5'b00001;
			5'b00001: selector <= 5'b01000;
		endcase
	 end
	always @ (posedge CLK_divided) begin
		if (selector == 5'b00100) begin
			if (~E == 4'b1111) begin
				segments_L <= 8'b00111000;
			end
			else begin
				segments_L <= 8'b00111111;
			end
		end
		else if (selector == 5'b01000) begin
			if (~E == 4'b1111) begin
				segments_L <= 8'b00111110;
			end
			else begin case (capacity)
				3'b000: segments_L <= 8'b00111111;
				3'b001: segments_L <= 8'b00000110;
				3'b010: segments_L <= 8'b01011011;
				3'b011: segments_L <= 8'b01001111;
				3'b100: segments_L <= 8'b01100110;
				endcase
			end
		end
		else if (selector == 5'b00001) begin
			if (~E == 4'b1111) begin
				segments_L <= 8'b01110001;
			end
			else begin 
				segments_L <= 8'b00111111;
			end
		end
		else if (selector == 5'b00010) begin
			if (~E == 4'b1111) begin
				segments_L <= 8'b00111000;
			end
			else begin case (location)
					2'b00: segments_L <= 8'b00111111;
					2'b01: segments_L <= 8'b00000110;
					2'b10: segments_L <= 8'b01011011;
					2'b11: segments_L <= 8'b01001111;
				endcase
			end
		end
	 end
endmodule
module fsm(enter, exit, CLK, RST, switch, E, capacity, full, open_door);
    input enter, exit, CLK, RST;
	 input [1:0] switch;
	 input [3:0] E;
    output full, open_door;
    output reg [2:0] capacity;
    parameter s0 = 3'b000, s1 = 3'b001, s2 = 3'b010, s3 = 3'b011, s4 = 3'b100;
    reg [2:0] state;
    initial begin
        state = s4;
        capacity = s4;
    end
    assign full = (state == s0) & enter;
    assign open_door = ((state != s0) & enter) | ((state != s4) & exit & ~E[switch]);
    always @ (posedge CLK or negedge RST) begin
        if (~RST) begin
            state = s4;
            capacity = s4;
        end
        else begin case(state)
            s4: if ((enter == 1 & exit == 0) | (enter == 1 & exit == 1)) begin
                state = s3;
                capacity = s3;
            end else begin
                state = s4;
                capacity = s4;
            end
            s3: if (enter == 1 & exit == 0) begin
                state = s2;
                capacity = s2;
            end else if (enter == 0 & exit == 1 & ~E[switch]) begin
                state = s4;
                capacity = s4;
            end else begin
                state = s3;
                capacity = s3;
            end
            s2: if (enter == 1 & exit == 0) begin
                state = s1;
                capacity = s1;
            end else if (enter == 0 & exit == 1 & ~E[switch]) begin
                state = s3;
                capacity = s3;
            end else begin
                state = s2;
                capacity = s2;
            end
            s1: if (enter == 1 & exit == 0) begin
                state = s0;
                capacity = s0;
            end else if (enter == 0 & exit == 1 & ~E[switch]) begin
                state = s2;
                capacity = s2;
            end else begin
                state = s1;
                capacity = s1;
            end
            s0: if (enter == 0 & exit == 1 & ~E[switch]) begin
                state = s1;
                capacity = s1;
            end else begin
                state = s0;
                capacity = s0;
            end
        endcase
		  end
    end
endmodule
module full_blink(full, CLK, light);
    input full, CLK;
    output reg light;
    reg [3:0] counter;
    reg blinking;
    initial begin
        light = 1'b0;
        counter = 4'b0000;
        blinking = 0;
    end
    wire CLK_OUT;
    timer_clock_divider tcd(
        .CLK_IN(CLK), 
        .CLK_OUT(CLK_OUT)
    );
    always @ (posedge CLK_OUT or posedge full) begin
        if (full) begin
            blinking <= 1'b1;
            counter <= 0;
            light <= 1'b1;
        end
        else if (counter != 6 - 1 & blinking) begin
            light <= ~light;
            counter <= counter + 1;
        end
        else begin
            light <= 1'b0;
            counter <= 0;
            blinking <= 0;
        end
    end
endmodule
module full_clock_divider(CLK_IN, CLK_OUT);
    input CLK_IN;
    output reg CLK_OUT;
    reg [23:0] counter;
    initial begin
        counter = 0;
        CLK_OUT = 0;
    end
    always @(posedge CLK_IN) begin
        if (counter == 5_000_000 - 1) begin
            counter = 0;
            CLK_OUT = ~CLK_OUT;
        end
        else begin
            counter = counter + 1;
        end
    end
endmodule
module min_finder(E, S);
    input [3:0] E;
    output [1:0] S;
    assign S =  (E[0] == 1'b1) ? 2'b00 : 
                (E[1] == 1'b1) ? 2'b01 : 
                (E[2] == 1'b1) ? 2'b10 : 
                (E[3] == 1'b1) ? 2'b11 :
                2'b11;
endmodule
module two_to_one_mux(sel, inp_signal, result);
    input sel;
    input inp_signal;
    output result;
    assign result = (sel == 1'b0) ? inp_signal : ~inp_signal; 
endmodule
module two_bit_to_one_mux(sel, switch, L, result);
    input sel;
    input [1:0] switch, L;
    output [1:0] result;
    assign result = (sel == 1'b0) ? L : switch;
endmodule
module open_door_blink(door_open, CLK, light);
    input door_open, CLK;
    output reg light;
    reg [4:0] counter;
    reg blinking;
    initial begin
        light = 1'b0;
        counter = 4'b0000;
        blinking = 0;
    end
    wire CLK_OUT;
    timer_clock_divider tcd(
        .CLK_IN(CLK), 
        .CLK_OUT(CLK_OUT)
    );
    always @ (posedge CLK_OUT or posedge door_open) begin
        if (door_open) begin
            blinking <= 1'b1;
            counter <= 0;
            light <= 1'b1;
        end
        else if (counter != 20 - 1 & blinking) begin
            light <= ~light;
            counter <= counter + 1;
        end
        else begin
            light <= 1'b0;
            counter <= 0;
            blinking <= 0;
        end
    end
endmodule
module spots_register(En, make_entry, CLK, RST, sel, E);
    input make_entry, CLK, En, RST;
    input [1:0] sel;
    output reg [3:0]  E;
    initial begin
        E = 4'b1111;
    end
    always @ (posedge CLK or negedge RST) begin
        if (~RST) begin
            E = 4'b1111;
        end
        else if (En) begin
            if (make_entry) begin
                E[sel] = 1'b0;
            end else begin
                E[sel] = 1'b1;
            end
        end
    end
endmodule
module timer_clock_divider(CLK_IN, CLK_OUT);
    input CLK_IN;
    output reg CLK_OUT;
    reg [27:0] counter;
    initial begin
        counter = 0;
        CLK_OUT = 0;
    end
    always @(posedge CLK_IN) begin
        if (counter == 10_000_000 - 1) begin
            counter = 0;
            CLK_OUT = ~CLK_OUT;
        end
        else begin
            counter = counter + 1;
        end
    end
endmodule
==> out/qor.csv <==
metric,value,unit
status,"finished, final reports clean",
Slew @ Worst Pin,921,ps
Top Ports,32,
Synth async-reset ratio,15.2,%
Yosys reg bits,198,
CTS H-Tree Depth,4,
WHS Endpoint,db.btn_s_prev$_DFF_PN0_,
hold-fix buffers at CTS,0,
CP peak stage delay,590,ps
Log Warnings,26,
RSZ-0062 raised after global routing,no,
count of placed standard cells including taps,1323,
Ys Warns,9,
setup TNS,0,ps
GRT Util Overall,10.5,%
Final GP Congestion,0.847,
critical path class,in2out,
core area,0.0299,mm²
antenna-violating nets left,0,
GRT overflow,0,
period utilisation layout,86.7,%
post-synth top area cell,dfxtp_1,
worst reg-to-reg path cell count,7,
ratio of cells with drive above 1 in the final layout,6.11,%
final total power,3.06,mW
Hold WC Path Type,reg2reg,
antenna violations before repair,0,
DP HPWL,10700,µm
YS chip area,0.00917,mm²
Die H,177,µm
FP Core Util,30.7,%
flip-flops with a built-in enable,67,
fin crit period,3810,ps
Root Driver,clkbuf_16,
drt total wl,15600,µm
final slew viol count,0,
Port Buffer Count,29,
setup slack at placement,592,ps
Area leader share,22.1,%
Clock Latency Late Sink,430,ps
Hold Path Stages,0,
register pins left without a clock,24,
biggest area cells,"dfxtp_1 22%, edfxtp_1 22%, xnor2_1 7.5%",
FF-to-FF End,db1.counter[10]$_SDFFCE_PN0P_,
Max clock buf depth,2,
final setup vio count,0,
Post-synth seq share,52.3,%
wire per inst,11.5,µm
Setup crit end kind,output port,
Post CTS Setup Buffer Count,0,
fmax,262,MHz
Peak VDD IR,0.250,mV
initial DRC count,314,
largest net degree at the start of global routing,29,
vias per inst,4.61,
worst reg2reg setup slack,1940,ps
TritonCTS clock tree,yes,
Relative slew margins,38.1,%
Diodes inserted,0,
clk slew on worst S/H paths,70,ps
number of unconstrained endpoints,48,
"most used cell, CP",clkdlybuf4s50_1,
Worst Hold Launch,db.btn_s$_DFF_PN0_,
Cell Type Count,63,
first-pass GRT wire length,27100,µm
MaxCap Viol Count,0,
Mapped Area,0.00917,mm²
cts repair resizes,0,
CTS Buf Count,17,
TritonRoute pass-1 iters,4,
Yosys Instances,917,
Top Layer Used,met4,
Pwr Density,293,mW/mm²
reg2reg start,db1.counter[0]$_SDFFCE_PN0P_,
CP Max Fanout,5,
signal arrival time at the worst endpoint,2930,ps
"Max stage delay cell, worst path",mux4_2,
Chip Area,0.0313,mm²
Final Worst Setup Slack,585,ps
Syn-to-layout area delta,14.1,%
post-layout util,35.0,%
Dominant flop cell,dfxtp_1,
worst-path cell chain,clkdlybuf4s50_1 > mux4_2 > nand2b_1 > nor2_1 > o21ai_0 > inv_1 > clkdlybuf4s50_1,
non-filler instance count after layout,1355,
Die W,177,µm
leakage,3.85,nW
M1 WL,8290,µm
vias in the first global route,5792,
post-synthesis instance total,917,
Fin. Hold Viols,0,
met2 wire len,6690,µm
met3 wire length,429,µm
crit path DRT,3520,ps
post-route clock skew,10.8,ps
total number of vias,6241,
Avg Inst Size Synth,10.0,µm²
num rows,63,
drc violations,0,
Worst setup SP type,input port,
sequential cells by signal, indices dropped and copies added, names as in the netlist, 2 cells and up, named ones only:
signal and flops:
db.counter 26, db.state 2, db1.counter 26, db1.state 2
dm.dmcd.counter 21, dm.segments_L 7, dm.selector 4, dm.tfcd.counter 24
fb.counter 4, fb.tcd.counter 28, mainbody.capacity 3, odb.counter 5
odb.tcd.counter 28
worst max-delay path: cells and delay by family:
family	cells	cell delay, ps
buffers and inverters	3	1080
AND-OR/OR-AND	1	100
AND/OR/NAND/NOR	2	280
multiplexers	1	590
area by class of cell:
type / count / area (µm²)
fillers: 2914 / 19400
flip-flops and latches: 198 / 4800
multi-input cells: 675 / 4200
well taps: 390 / 488
clock buffers: 18 / 429
repair buffers: 36 / 343
clock inverters: 14 / 116
inverters: 24 / 90.1
kinds of logic after synthesis:
| logic type | synth area share [%] |
|---|---|
| AND/OR/NAND/NOR | 25.7 |
| adder cells (fa/ha/maj) | 1.23 |
| XOR/XNOR | 13.3 |
| flip-flops | 52.3 |
| AND-OR/OR-AND | 4.87 |
| other | 0.0409 |
| buffers and inverters | 1.95 |
| multiplexers | 0.573 |
how the worst max path moves through the flow:
stage / to / start / cells past startpoint
final: door_open / switch[0] / 7
after global routing: door_open / switch[0] / 7
after CTS: door_open / switch[0] / 7
synthesized netlist by cell type, types with 4 or more instances:
| master | n |
|---|---|
| ha_1 | 9 |
| a22o_1 | 4 |
| nand4_1 | 40 |
| and3_1 | 28 |
| nor3b_1 | 7 |
| a21o_1 | 5 |
| nor2_1 | 113 |
| dfxtp_1 | 101 |
| dfstp_2 | 11 |
| dfrtp_1 | 19 |
| nor3_1 | 26 |
| xnor2_1 | 79 |
| xor2_1 | 60 |
| o21ai_0 | 21 |
| a21oi_1 | 9 |
| nor4_1 | 16 |
| nand3_1 | 55 |
| inv_1 | 23 |
| edfxtp_1 | 67 |
| nand2b_1 | 7 |
| and2_1 | 29 |
| nor2b_1 | 15 |
| clkbuf_1 | 16 |
| nor4b_1 | 6 |
| nand2_1 | 74 |
| or3_1 | 6 |
| and4_1 | 10 |
| o31ai_1 | 6 |
| or2_2 | 6 |
layer usage:
| metal | vias up | GRT usage [%] |
|---|---|---|
| met4 | 0 | 1.29 |
| met3 | 13 | 1.64 |
| met1 | 2842 | 16.7 |
| met5 | - | 0 |
| met2 | 89 | 15.9 |
| li1 | 3297 | - |
per-stage QoR:
step | cell area (µm²) | hold slack [ps]
6_report | 10500 | 386
3_5_place_dp | 9920 | 372
4_1_cts | 10500 | 388
3_3_place_gp | 9920 | 366
2_1_floorplan | 9170 | 355
5_1_grt | 10500 | 392
cells in the final DEF, fill, tap and decap left out, types with 17 or more instances in the layout:
cell type / count
clkdlybuf4s50_1: 29
edfxtp_1: 67
dfxtp_1: 101
o21ai_0: 21
nand3_1: 55
nand2_1: 74
inv_1: 23
dfrtp_1: 19
and2_1: 29
nor2_1: 112
xnor2_1: 79
nor3_1: 26
and3_1: 28
nand4_1: 40
xor2_1: 60
clkbuf_16: 17
where the power goes:
part / internal (mW) / total (mW) / leakage (nW) / switching (mW)
clock network: 0.778 / 1.40 / 0.266 / 0.621
logic: 0.00645 / 0.0138 / 1.63 / 0.00732
registers: 1.65 / 1.65 / 1.95 / 0.000849
total: 2.43 / 3.06 / 3.85 / 0.629
Power figures rest on the tool's default switching activity, not on a simulated workload.
